$ cat flow/config.mk
export PLATFORM = sky130hd
export DESIGN_NAME = vending_machine
export DESIGN_NICKNAME = vending_machine
export VERILOG_FILES = /design/flow/design.v
export SDC_FILE = /design/flow/constraint.sdc
export NUM_CORES = 4
export LEC_CHECK = 1
export CORE_AREA = 10 10 112 112
export DIE_AREA = 0 0 122 122
export SYNTH_HDL_FRONTEND = slang
$ cat flow/constraint.sdc
current_design vending_machine

set clk_period 4.7
set clk_io_pct 0.2

create_clock -name clk0 -period $clk_period [get_ports {clk}]

set non_clock_inputs [all_inputs -no_clocks]
set_input_delay [expr $clk_period * $clk_io_pct] -clock clk0 $non_clock_inputs
set_output_delay [expr $clk_period * $clk_io_pct] -clock clk0 [all_outputs]
$ cat flow/design.v
module vending_machine #(
    parameter N = 3,
    parameter M = 2
)(
    input  logic        clk,
    input  logic        rst,
    input  logic [7:0]  coin_in,
    input  logic [1:0]  button_in,
    output logic [7:0]  change_out,
    output logic [1:0]  beverage_out,
    output logic [7:0]  credit,
    output logic [1:0]  state
);
    logic [7:0] credit_reg, next_credit;
    logic [1:0] state_reg, next_state;
    logic [7:0] change_reg, next_change_reg;
    logic [1:0] beverage_reg, next_beverage_reg;
    logic [$clog2(N+1)-1:0] dispense_cnt;
    logic [$clog2(M+1)-1:0] change_cnt;
    localparam COIN_10  = 8'd10;
    localparam COIN_20  = 8'd20;
    localparam COIN_50  = 8'd50;
    localparam COIN_100 = 8'd100;
    localparam COIN_200 = 8'd200;
    localparam PRICE_WATER = 8'd30;
    localparam PRICE_SODA  = 8'd50;
    typedef enum logic [2:0] {
        IDLE         = 3'd0,
        ACCEPT_COINS = 3'd1,
        DISPENSE     = 3'd2,
        CHANGE       = 3'd3
    } state_t;
    state_t state_val, next_state_val;
    function logic is_valid_coin(input logic [7:0] coin);
        return (coin == COIN_10) || (coin == COIN_20) ||
               (coin == COIN_50) || (coin == COIN_100) ||
               (coin == COIN_200);
    endfunction
    always_ff @(posedge clk or posedge rst) begin
        if (rst) begin
            state_reg      <= IDLE;
            credit_reg     <= 0;
            change_reg     <= 0;
            beverage_reg   <= 0;
            dispense_cnt   <= 0;
            change_cnt     <= 0;
        end else begin
            state_reg      <= next_state;
            credit_reg     <= next_credit;
            change_reg     <= next_change_reg;
            beverage_reg   <= next_beverage_reg;
            if (state_reg == DISPENSE)
                dispense_cnt <= dispense_cnt + 1;
            else
                dispense_cnt <= 0;
            if (state_reg == CHANGE)
                change_cnt <= change_cnt + 1;
            else
                change_cnt <= 0;
        end
    end
    always_comb begin
        next_beverage_reg = beverage_reg;
        next_change_reg = change_reg;
        next_state      = state_reg;
        next_credit     = credit_reg;
        change_out      = 0;
        beverage_out    = 0;
        unique case (state_reg)
            IDLE: begin
                if (is_valid_coin(coin_in))
                    next_state = ACCEPT_COINS;
                else if ((button_in == 2'd1 && credit_reg >= PRICE_WATER) ||
                         (button_in == 2'd2 && credit_reg >= PRICE_SODA))
                    next_state = DISPENSE;
                else
                    next_state = IDLE;
            end
            ACCEPT_COINS: begin
                if (is_valid_coin(coin_in))
                    next_credit = credit_reg + coin_in;
                if ((button_in == 2'd1 && next_credit >= PRICE_WATER) ||
                    (button_in == 2'd2 && next_credit >= PRICE_SODA))
                    next_state = DISPENSE;
                else
                    next_state = ACCEPT_COINS;
            end
            DISPENSE: begin
                if (dispense_cnt == N-1) begin
                    if (button_in == 2'd1) begin
                        next_credit = credit_reg - PRICE_WATER;
                        next_beverage_reg = 2'd1;
                    end else if (button_in == 2'd2) begin
                        next_credit = credit_reg - PRICE_SODA;
                        next_beverage_reg = 2'd2;
                    end
                    if (next_credit < PRICE_WATER && next_credit < PRICE_SODA && next_credit != 0) begin
                        next_change_reg = next_credit;
                        next_credit = 0;
                        next_state = CHANGE;
                    end else
                        next_state = IDLE;
                end else
                    next_state = DISPENSE;
            end
            CHANGE: begin
                if (change_cnt == M-1) begin
                    change_out = change_reg;
                    next_state = IDLE;
                end else
                    next_state = CHANGE;
            end
            default: begin
                next_state = IDLE;
            end
        endcase
        if (state_reg == DISPENSE && dispense_cnt == N-1)
            beverage_out = beverage_reg;
        if (state_reg == CHANGE && change_cnt == M-1)
            change_out = change_reg;
    end
    assign credit = credit_reg;
    assign state  = state_reg;
endmodule
$ cat flow/run.sh
#!/bin/bash
# OpenROAD 26Q1-2900-gdf79404cd8, Yosys 0.63+post, stock flow scripts
make -C /OpenROAD-flow-scripts/flow DESIGN_CONFIG=/design/flow/config.mk WORK_HOME=/design/flow/orfs finish
==> summary.txt <==
run metrics: cell accounting for the most synthesized area=dfrtp_1, reg2reg end=change_reg[3], initial core utilization=21.2%, Area contributors post-synth=dfrtp_1 28%, ha_1 9.8%, o21ai_0 3.9%, unrepaired setup endpoints after global routing=no, Core ar.=0.0102 mm2, clk_skew=0.00630 ns, Max H-tree Level=1, pin count of the biggest net entering global routing=25, max_cap viols=0, worst setup path startpoint=button_in[0], Rel. slew slack=58.3%, RePlAce Congestion=between 0.8 and 0.9, vias in the first global route=1790, chip area=roughly 0.015 mm2, layout cells sized above 1=5.88%, Flops after synth=24, first-pass GRT wire length=9.23 mm, most numerous logic cell after layout=clkdlybuf4s50_1, critical path arrival=about 4 ns, Post-Syn Area per Cell=8.67 um2, later-pin clock latency in the skew report=0.27 ns, DIE HEIGHT=122 um, Starting DRT DRC Count=approximately 100, logic area=about 0.0014 mm2, R2R Setup Slk=1.60 ns, setup TNS=0 ns, Area Growth Syn to Fin=21.5%, post_cts resized=0, synthesized instance count=250, GRT overflow=0, ANT cells=0, via/cell ratio=4.65, Top Layout Cells=31 x clkdlybuf4s50_1, 24 x dfrtp_1, 17 x o21ai_0, 17 x ha_1, 16 x nor2_1, Hold Startpoint=change_cnt[0], Hold WS=0.438 ns, FP Rows=37, Post-Synthesis Cell Area=between 0.002 and 0.0025 mm2, die width=122 um, Top cell area share=about 28%, via count=approximately 1900, ANT nets after route=0, DRT Pass-1 Iters=4, IO Count=32, Inserted Clock Buffers=3, tool warnings=30, crit end category=register, Max Fclk=0.260 GHz, worst r2r src=credit[1], Cell Type Count=58, setup violators final=0, Filler Cell Count=around 1100, gr usage total=7.52%, Worst EP required=4.85 ns, Hold Crit Depth=1, Post-CTS Setup Bufs=0, CTS tree=done, drt total wl=5.68 mm, CTS max path bufs=2, Hold Path Sink=change_cnt[0], placed cell areas=0.00258 mm2, PwrDens=509 mW/mm2, Clock Sinks=24, status=complete, no violations, Hold-fix buffers, CTS=0, critical path startpoint category=primary input, hpwl dp=4.45 mm, final instance area=0.00263 mm2, FFs w/ async S/R, synth=100%, Slew Viols, Final=0, yosys cell count=approximately 250, crit path time final=3.85 ns, port bufs=31, Lkg Pwr=0.00112 uW, Hold Violations, Final=0, synth warn=0, Post-synth EDFFs=0, clk slew on worst S/H paths=0.08 ns, worst min-delay path category=reg -> reg, Setup CP Type=in -> reg, reg2reg path depth=8, initial antenna violation count=0, Worst VDD drop=~0.15 mV, CTS root buf=clkbuf_8, Main synth FF type=dfrtp_1, yosys synthesis chip area=between 0.002 and 0.0025 mm2, Worst-Margin Slew=~0.62 ns, DRC viols=0, total area of sequential cells=601 um2, Seq/Total Area, Yosys=27.7%, Avg WL per Cell=13.9 um, Final period util=82.0%, crit-path max FO=18
-- per-stage QoR --
step                std cells  setup slack [ns]  total power, uW  utilization [%]
finish                    408             0.847             1340             25.7
global route              408             0.578             1470             25.7
CTS                       408             0.844             1350             25.7
detailed placement        404             0.546             1200             25.2
global placement          404             0.613             1190             25.2
floorplan                 250              1.63              942                -
-- synth_stat cells (all sizes together), types with 5 or more instances --
cell,number
mux2,6
inv,13
buf,8
clkbuf,6
nor2b,5
nand3,10
nor2,17
and2,7
a21oi,9
dfrtp,24
and3,11
nand2,12
nor3,13
o21ai,19
ha,17
-- per-layer routing --
layer / vias to the layer above / track usage (%) / wire (um)
met1: 891 / 10.4 / 2760
met3: 4 / 1.92 / 342
met4: 0 / 1.04 / 51
met2: 32 / 11.9 / 2530
li1: 969 / - / -
met5: - / 0 / 0
-- logic make-up (layout without fill, tap and decap cells) --
family | after synthesis | count (layout) | synth area share (%)
and+or+nand+nor | 98 | 98 | 26.4
muxes | 9 | 9 | 4.85
xor gates and xnor gates | 8 | 8 | 3.23
buffers and inverters | 27 | 49 | 5.77
DFF | 24 | 24 | 27.7
AOI/OAI and AO/OA | 66 | 66 | 21.2
adders and majority gates | 18 | 18 | 10.7
-- power by group --
group          internal (uW)  leakage, uW  switching, uW  total, uW
clock                   74.8    0.0000288           68.2        143
sequential               275     0.000309            123        398
combinational            379     0.000780            420        799
total                    729      0.00112            611       1340
-- worst max-delay path by stage --
stage / to / slack [ns] / cells after the start
after CTS: change_reg[3] / 0.84 / 8
after global routing: change_reg[3] / 0.58 / 9
final: change_reg[3] / 0.85 / 8
-- worst max-delay path, stage by stage --
cell             delay [ns]
clkdlybuf4s50_1        0.48
ha_1                   0.56
and4_1                 0.38
nor4_1                 0.07
a211o_1                0.31
nor4b_2                0.37
nand4bb_1              0.43
mux2_1                 0.45
-- cell type report --
cell class | count | area share [%]
tap | 136 | 6.46
sequential | 24 | 22.8
inverter | 13 | 1.85
clock buffer | 4 | 2.09
multi-input combinational | 199 | 54.7
timing repair buffer | 32 | 12.1
Power and IR drop assume default switching activity.
